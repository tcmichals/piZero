File: flow/design.v
module mux_oneshotpwmled #
(
    parameter DATA_WIDTH = 32,                     
    parameter ADDR_WIDTH = 32,                     
    parameter SELECT_WIDTH = (DATA_WIDTH/8)        
)
(
    input  wire                    clk,
    input  wire                    rstn,
    input  wire [ADDR_WIDTH-1:0]   wbm_adr_i,      
    input  wire [DATA_WIDTH-1:0]   wbm_dat_i,      
    output wire [DATA_WIDTH-1:0]   wbm_dat_o,      
    input  wire                    wbm_we_i,       
    input  wire [SELECT_WIDTH-1:0] wbm_sel_i,      
    input  wire                    wbm_stb_i,      
    output wire                    wbm_ack_o,      
    output wire                    wbm_err_o,      
    output wire                    wbm_rty_o,      
    input  wire                    wbm_cyc_i,      
    output wire [ADDR_WIDTH-1:0]   led_adr_o,     
    input  wire [DATA_WIDTH-1:0]   led_dat_i,     
    output wire [DATA_WIDTH-1:0]   led_dat_o,     
    output wire                    led_we_o,      
    output wire [SELECT_WIDTH-1:0] led_sel_o,     
    output wire                    led_stb_o,     
    input  wire                    led_ack_i,     
    input  wire                    led_err_i,     
    input  wire                    led_rty_i,     
    output wire                    led_cyc_o,     
    output wire [ADDR_WIDTH-1:0]   pwmdecoder_adr_o,     
    input  wire [DATA_WIDTH-1:0]   pwmdecoder_dat_i,     
    output wire [DATA_WIDTH-1:0]   pwmdecoder_dat_o,     
    output wire                    pwmdecoder_we_o,      
    output wire [SELECT_WIDTH-1:0] pwmdecoder_sel_o,     
    output wire                    pwmdecoder_stb_o,     
    input  wire                    pwmdecoder_ack_i,     
    input  wire                    pwmdecoder_err_i,     
    input  wire                    pwmdecoder_rty_i,     
    output wire                    pwmdecoder_cyc_o,     
    output wire [ADDR_WIDTH-1:0]   oneshot_adr_o,     
    input  wire [DATA_WIDTH-1:0]   oneshot_dat_i,     
    output wire [DATA_WIDTH-1:0]   oneshot_dat_o,     
    output wire                    oneshot_we_o,      
    output wire [SELECT_WIDTH-1:0] oneshot_sel_o,     
    output wire                    oneshot_stb_o,     
    input  wire                    oneshot_ack_i,     
    input  wire                    oneshot_err_i,     
    input  wire                    oneshot_rty_i,     
    output wire                    oneshot_cyc_o  
);
threeport_mux mux( .clk(clk),
            .rst(rstn),
            .wbm_adr_i(wbm_adr_i),
            .wbm_dat_i(wbm_dat_i),
            .wbm_dat_o(wbm_dat_o),
            .wbm_we_i(wbm_we_i),
            .wbm_sel_i(wbm_sel_i),
            .wbm_stb_i(wbm_stb_i),
            .wbm_ack_o(wbm_ack_o),
            .wbm_err_o(wbm_err_o),
            .wbm_rty_o(wbm_rty_o),
            .wbm_cyc_i(wbm_cyc_i),
            .wbs0_adr_o(led_adr_o),
            .wbs0_dat_i(led_dat_i),
            .wbs0_dat_o(led_dat_o),
            .wbs0_we_o(led_we_o),
            .wbs0_sel_o(led_sel_o),
            .wbs0_stb_o(led_stb_o),
            .wbs0_ack_i(led_ack_i),
            .wbs0_err_i(led_err_i),
            .wbs0_rty_i(led_rty_i),
            .wbs0_cyc_o(led_cyc_o),
            .wbs0_addr(32'h0000_00FF),
            .wbs0_addr_msk(32'hFFFF_FF00),
            .wbs1_adr_o(pwmdecoder_adr_o),
            .wbs1_dat_i(pwmdecoder_dat_i),
            .wbs1_dat_o(pwmdecoder_dat_o),
            .wbs1_we_o(pwmdecoder_we_o),
            .wbs1_sel_o(pwmdecoder_sel_o),
            .wbs1_stb_o(pwmdecoder_stb_o),
            .wbs1_ack_i(pwmdecoder_ack_i),
            .wbs1_err_i(pwmdecoder_err_i),
            .wbs1_rty_i(pwmdecoder_rty_i),
            .wbs1_cyc_o(pwmdecoder_cyc_o),
            .wbs1_addr(32'h0000_01FF),
            .wbs1_addr_msk(32'hFFFF_FE00),
            .wbs2_adr_o(oneshot_adr_o),
            .wbs2_dat_i(oneshot_dat_i),
            .wbs2_dat_o(oneshot_dat_o),
            .wbs2_we_o(oneshot_we_o),
            .wbs2_sel_o(oneshot_sel_o),
            .wbs2_stb_o(oneshot_stb_o),
            .wbs2_ack_i(oneshot_ack_i),
            .wbs2_err_i(oneshot_err_i),
            .wbs2_rty_i(oneshot_rty_i),
            .wbs2_cyc_o(oneshot_cyc_o),
            .wbs2_addr(32'h0000_03FF),
        .wbs2_addr_msk(32'hFFFF_FC00));
endmodule
module threeport_mux #
(
    parameter DATA_WIDTH = 32,                     
    parameter ADDR_WIDTH = 32,                     
    parameter SELECT_WIDTH = (DATA_WIDTH/8)        
)
(
    input  wire                    clk,
    input  wire                    rst,
    input  wire [ADDR_WIDTH-1:0]   wbm_adr_i,      
    input  wire [DATA_WIDTH-1:0]   wbm_dat_i,      
    output wire [DATA_WIDTH-1:0]   wbm_dat_o,      
    input  wire                    wbm_we_i,       
    input  wire [SELECT_WIDTH-1:0] wbm_sel_i,      
    input  wire                    wbm_stb_i,      
    output wire                    wbm_ack_o,      
    output wire                    wbm_err_o,      
    output wire                    wbm_rty_o,      
    input  wire                    wbm_cyc_i,      
    output wire [ADDR_WIDTH-1:0]   wbs0_adr_o,     
    input  wire [DATA_WIDTH-1:0]   wbs0_dat_i,     
    output wire [DATA_WIDTH-1:0]   wbs0_dat_o,     
    output wire                    wbs0_we_o,      
    output wire [SELECT_WIDTH-1:0] wbs0_sel_o,     
    output wire                    wbs0_stb_o,     
    input  wire                    wbs0_ack_i,     
    input  wire                    wbs0_err_i,     
    input  wire                    wbs0_rty_i,     
    output wire                    wbs0_cyc_o,     
    input  wire [ADDR_WIDTH-1:0]   wbs0_addr,      
    input  wire [ADDR_WIDTH-1:0]   wbs0_addr_msk,  
    output wire [ADDR_WIDTH-1:0]   wbs1_adr_o,     
    input  wire [DATA_WIDTH-1:0]   wbs1_dat_i,     
    output wire [DATA_WIDTH-1:0]   wbs1_dat_o,     
    output wire                    wbs1_we_o,      
    output wire [SELECT_WIDTH-1:0] wbs1_sel_o,     
    output wire                    wbs1_stb_o,     
    input  wire                    wbs1_ack_i,     
    input  wire                    wbs1_err_i,     
    input  wire                    wbs1_rty_i,     
    output wire                    wbs1_cyc_o,     
    input  wire [ADDR_WIDTH-1:0]   wbs1_addr,      
    input  wire [ADDR_WIDTH-1:0]   wbs1_addr_msk,  
    output wire [ADDR_WIDTH-1:0]   wbs2_adr_o,     
    input  wire [DATA_WIDTH-1:0]   wbs2_dat_i,     
    output wire [DATA_WIDTH-1:0]   wbs2_dat_o,     
    output wire                    wbs2_we_o,      
    output wire [SELECT_WIDTH-1:0] wbs2_sel_o,     
    output wire                    wbs2_stb_o,     
    input  wire                    wbs2_ack_i,     
    input  wire                    wbs2_err_i,     
    input  wire                    wbs2_rty_i,     
    output wire                    wbs2_cyc_o,     
    input  wire [ADDR_WIDTH-1:0]   wbs2_addr,      
    input  wire [ADDR_WIDTH-1:0]   wbs2_addr_msk   
);
wire wbs0_match = ~|((wbm_adr_i ^ wbs0_addr) & wbs0_addr_msk);
wire wbs1_match = ~|((wbm_adr_i ^ wbs1_addr) & wbs1_addr_msk);
wire wbs2_match = ~|((wbm_adr_i ^ wbs2_addr) & wbs2_addr_msk);
wire wbs0_sel = wbs0_match;
wire wbs1_sel = wbs1_match & ~(wbs0_match);
wire wbs2_sel = wbs2_match & ~(wbs0_match | wbs1_match);
wire master_cycle = wbm_cyc_i & wbm_stb_i;
wire select_error = ~(wbs0_sel | wbs1_sel | wbs2_sel) & master_cycle;
assign wbm_dat_o = wbs0_sel ? wbs0_dat_i :
                   wbs1_sel ? wbs1_dat_i :
                   wbs2_sel ? wbs2_dat_i :
                   {DATA_WIDTH{1'b0}};
assign wbm_ack_o = wbs0_ack_i |
                   wbs1_ack_i |
                   wbs2_ack_i;
assign wbm_err_o = wbs0_err_i |
                   wbs1_err_i |
                   wbs2_err_i |
                   select_error;
assign wbm_rty_o = wbs0_rty_i |
                   wbs1_rty_i |
                   wbs2_rty_i;
assign wbs0_adr_o = wbm_adr_i;
assign wbs0_dat_o = wbm_dat_i;
assign wbs0_we_o = wbm_we_i & wbs0_sel;
assign wbs0_sel_o = wbm_sel_i;
assign wbs0_stb_o = wbm_stb_i & wbs0_sel;
assign wbs0_cyc_o = wbm_cyc_i & wbs0_sel;
assign wbs1_adr_o = wbm_adr_i;
assign wbs1_dat_o = wbm_dat_i;
assign wbs1_we_o = wbm_we_i & wbs1_sel;
assign wbs1_sel_o = wbm_sel_i;
assign wbs1_stb_o = wbm_stb_i & wbs1_sel;
assign wbs1_cyc_o = wbm_cyc_i & wbs1_sel;
assign wbs2_adr_o = wbm_adr_i;
assign wbs2_dat_o = wbm_dat_i;
assign wbs2_we_o = wbm_we_i & wbs2_sel;
assign wbs2_sel_o = wbm_sel_i;
assign wbs2_stb_o = wbm_stb_i & wbs2_sel;
assign wbs2_cyc_o = wbm_cyc_i & wbs2_sel;
endmodule
File: flow/run.sh
#!/bin/bash
# OpenROAD 26Q1-2900-gdf79404cd8, Yosys 0.63+post, stock flow scripts
make -C /OpenROAD-flow-scripts/flow DESIGN_CONFIG=/design/flow/config.mk WORK_HOME=/design/flow/orfs finish
File: flow/config.mk
export PLATFORM = sky130hd
export DESIGN_NAME = mux_oneshotpwmled
export DESIGN_NICKNAME = mux_oneshotpwmled
export VERILOG_FILES = /design/flow/design.v
export SDC_FILE = /design/flow/constraint.sdc
export NUM_CORES = 4
export LEC_CHECK = 1
export CORE_AREA = 10 10 170 170
export DIE_AREA = 0 0 180 180
File: flow/constraint.sdc
current_design mux_oneshotpwmled

set clk_period 11.1
set clk_io_pct 0.2

create_clock -name clk0 -period $clk_period

set non_clock_inputs [all_inputs -no_clocks]
set_input_delay [expr $clk_period * $clk_io_pct] -clock clk0 $non_clock_inputs
set_output_delay [expr $clk_period * $clk_io_pct] -clock clk0 [all_outputs]
==> impl_metrics.csv <==
group,metric,value,unit
power_and_ir_drop,p_per_area,27.1,mW/mm²
die,die_x,180,µm
power_and_ir_drop,p_seq_share,0,%
grt,gr-total-overflow,0,
final_timing,period_minus_slack,7.35,ns
place,port_buffers,248,
setup_path,cp.required,8.88,ns
power_and_ir_drop,power.leakage,1.36,nW
status,outcome,"finished, final reports clean",
synth,synthCells,376,
power_and_ir_drop,swShare,29.9,%
clock_network,cts_hold_buf,0,
die,io_pins,426,
place,place.gp.congestion,0.776,
synth,postSynthSeqShare,0,%
setup_path,worstPathCellList,"clkdlybuf4s50_1, nor4_1, nand4_1, or4_2, buf_4, nor4_1, clkdlybuf4s50_1",
synth,top_area_cell,"buf_4",
final_timing,period_used_share,66.2,%
synth,ys_cells,376,
setup_path,critPathKind,"primary input to primary output",
synth,yosys.area.top_type_share,60.3,%
setup_path,cp_top_family,"simple AND/OR/NAND/NOR gates",
final_layout,nClkBuffers,0,
final_timing,rsz0062_at_grt,"false",
clock_network,cts_resized,0,
synth,avgSynthCellArea,6.82,µm²
final_layout,layout_top_cell,"clkdlybuf4s50_1",
setup_path,critical-path-slowest-cell,"or4_2",
final_layout,syn_to_final_growth,49.6,%
detailed_routing,drcViolationCount,0,
setup_path,startpoint_type,"primary input",
detailed_routing,dr.pass1.iters,4,
clock_network,post_cts_buffers,0,
setup_path,cp.buffers_inverters,3,
final_timing,fmax,136,MHz
setup_path,critPathMaxStageDelay,0.57,ns
detailed_routing,vias,2247,
final_timing,fin_ws,3.75,ns
synth,yosys_warnings,0,
die,coreArea,0.0252,mm²
power_and_ir_drop,p_sw,0.0000310,W
final_timing,slew_viol_final,0,
grt,grt_usage,6.53,%
detailed_routing,diodes,0,
final_layout,final_core_util,15.2,%
synth,synthDistinctLibCells,20,
run,cap_violations,0,
synth,syn-cell-area,0.00256,mm²
final_layout,register_area,0,µm²
place,hpwl,9.80,mm
final_timing,tightestPinTransition,0.666,ns
synth,yosys-top-cells-area,"buf_4, mux2i_1, nor2_1, a21oi_1, nor3_2",
detailed_routing,finalWirelength,11.5,mm
run,warning_count,34,
die,die_y,180,µm
setup_path,critPathMaxFanout,42,
final_timing,setup_tns,0,ns
final_timing,fin_worst_hold_slack,4.44,ns
power_and_ir_drop,clkPwrFrac,0,%
detailed_routing,via_per_inst,3.05,
final_timing,finalSetupViolations,0,
setup_path,worstSetupEndpointType,"primary output",
detailed_routing,wl_per_cell,15.6,µm
final_timing,hold_viol_final,0,
grt,grt_pass1_wl,16.6,mm
final_layout,flops,0,
grt,antenna_found_initial,0,
die,fp_util,10.2,%
final_layout,fillerInstances,2834,
final_timing,max-slew-margin-rel,55.6,%
synth,yosys_area,0.00256,mm²
power_and_ir_drop,p_int,0.0000728,W
detailed_routing,drtIter0Drc,64,
final_layout,final_cell_mix,"clkdlybuf4s50_1, nor2_1, mux2i_1, a21oi_1",
detailed_routing,ant_nets,0,
power_and_ir_drop,p_comb_share,100.0,%
grt,grt_pass1_vias,2515,
setup_path,crit_arrival,5.13,ns
power_and_ir_drop,total_power,0.000104,W
hold_path,worstHoldPathType,"primary input to primary output",
final_layout,logic_area,913,µm²
final_layout,drive_above_1_share,3.69,%
grt,grt_max_degree,59,
power_and_ir_drop,vdd_ir_drop_max,10.0,µV
place,dp_slack,3.64,ns
die,core.rowCount,58,
die,chipArea,0.0324,mm²
## cells by family (layout without fill, tap and decap cells)
kind of cell | Yosys count | after routing | share of synthesized area, %
mux | 32 | 32 | 12.5
compound gates | 33 | 33 | 6.59
buf+inv | 225 | 255 | 64.4
simple gates | 86 | 86 | 16.5
## cells in the mapped netlist, drive strengths merged
library cell and n:
buf 213, nor2 64, a21oi 32, mux2i 32, clkbuf 8, nor4 7, nor3 6, inv 4
nand2 3, or3 3, or4 2, a31o 1, nand4 1
## per-stage QoR
stage               std cells  area, µm²
floorplan                 376       2560
global placement          736       3840
detailed placement        736       3840
CTS                       736       3840
global route              736       3840
finish                    736       3840
## metal layers
layer  vias to the layer above  wire, µm  track usage, %
met5                         -         0               0
met2                       221      5080            10.4
met1                       916      4580            7.57
li1                       1076         -               -
met4                         0       245            1.36
met3                        34      1560            3.57
## power by group through the flow
| stage | clock (W) | sequential, W | combinational (W) |
|---|---|---|---|
| CTS | 0 | 0 | 0.000107 |
| global route | 0 | 0 | 0.000113 |
| finish | 0 | 0 | 0.000104 |
## worst paths after layout
kind	from	end	slack, ns	cells after the start
worst max-delay path	wbm_adr_i[28]	led_cyc_o	3.75	7
worst min-delay path	wbm_adr_i[0]	led_adr_o[0]	4.44	0
## layout make-up
cell class | count | area share [%]
Timing Repair Buffer | 251 | 65.0
Multi-Input combinational cell | 151 | 23.8
Tap cell | 330 | 10.8
Inverter | 4 | 0.391
No activity file was given, so power comes from the tool's default toggle rates.
